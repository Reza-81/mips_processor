==> design.v <==
`timescale 1ns / 1ps
module alu(
	input [3:0] alucnt,
	input [31:0] input1,
	input [31:0] input2,
	input [4:0] shamt,
	output [31:0] result,
	output zero
	);
	assign result = alucnt == 4'b0000 ? input1 + input2 :
						 alucnt == 4'b0001 ? input1 - input2 :
						 alucnt == 4'b0010 ? ~input1 :
						 alucnt == 4'b0011 ? input1 << shamt :
						 alucnt == 4'b0100 ? input1 >> shamt :
						 alucnt == 4'b0101 ? input1 & input2 :
						 alucnt == 4'b0110 ? input1 | input2 :
						 alucnt == 4'b0111 ? input1 < input2 ? 1 : 0 : {32{1'bx}};
	assign zero = result == 1'b0 ? 1 : 0;
endmodule
`timescale 1ns / 1ps
module alu_control_unit(
	input [2:0] aluop,
	input [5:0] funct,
	output [3:0] alucnt
	);
	assign alucnt = aluop == 3'b001 ? 4'b0001 :
						 aluop == 3'b010 ? 4'b0111 :
						 aluop == 3'b011 ? 4'b0000 :
						 aluop == 3'b000 ?
						 funct == 6'b000000 ? 4'b0000 :
						 funct == 6'b000001 ? 4'b0001 :
						 funct == 6'b000010 ? 4'b0101 :
						 funct == 6'b000011 ? 4'b0110 :
						 funct == 6'b000100 ? 4'b0111 :
						 funct == 6'b000101 ? 4'b0011 :
						 funct == 6'b000110 ? 4'b0100 :
						 funct == 6'b000111 ? 4'b0010 : 4'bxxxx : 4'bxxxx;
endmodule
`timescale 1ns / 1ps
module execute(
	input clk,
	input [31:0] ALUReadData1,
	input [31:0] ALUReadData2,
	input [31:0] immediate,
	input [31:0] pc,
	input [5:0] funct,
	input [2:0] ALUOp,
	input [4:0] rt,
	input [4:0] rd,
	input ALUSrc,
	input rgdst,
	output [31:0] aluresult,
	output zero,
	output [31:0] addresult,
	output [31:0] alureaddata2,
	output [4:0] rd_or_rt
	);
	multiplexer_2x1_32_bit mux_rt_or_rd(
		.s(rgdst),
		.a(rt),
		.b(rd),
		.c(rd_or_rt)
	);
	multiplexer_2x1_32_bit mux_behined_alu (
		.s(ALUSrc),
		.a(ALUReadData2),
		.b(immediate),
		.c()
	);
	alu alu (
		.alucnt(alu_control_unit.alucnt), 
		.input1(ALUReadData1), 
		.input2(mux_behined_alu.c), 
		.shamt(immediate[10:6]), 
		.result(aluresult), 
		.zero(zero)
		);
	alu_control_unit alu_control_unit (
		.aluop(ALUOp), 
		.funct(funct), 
		.alucnt()
		);
	assign addresult = pc + (immediate << 2);
	assign alureaddata2 = ALUReadData2;
endmodule
`timescale 1ns / 1ps
module multiplexer_2x1_32_bit(input s, input [31 : 0] a, input [31 : 0] b, output [31 : 0] c);
	assign c = (a & {32{~s}}) | (b & {32{s}});
endmodule
==> run.sh <==
#!/bin/bash
# OpenROAD 26Q1-2900-gdf79404cd8, Yosys 0.63+post, stock flow scripts
make -C /OpenROAD-flow-scripts/flow DESIGN_CONFIG=/design/flow/config.mk WORK_HOME=/design/flow/orfs finish
==> config.mk <==
export PLATFORM = sky130hd
export DESIGN_NAME = execute
export DESIGN_NICKNAME = execute
export VERILOG_FILES = /design/flow/design.v
export SDC_FILE = /design/flow/constraint.sdc
export NUM_CORES = 4
export LEC_CHECK = 1
export CORE_AREA = 10 10 105 105
export DIE_AREA = 0 0 115 115
==> constraint.sdc <==
current_design execute

set clk_period 19.0
set clk_io_pct 0.2

create_clock -name clk0 -period $clk_period

set non_clock_inputs [all_inputs -no_clocks]
set_input_delay [expr $clk_period * $clk_io_pct] -clock clk0 $non_clock_inputs
set_output_delay [expr $clk_period * $clk_io_pct] -clock clk0 [all_outputs]
==> results.py <==
# Flow results
metrics = {
    "outcome": {
        "status": "finished clean",
    },
    "layout": {
        "fin_cells": 522,
        "num-fill-cells": 891,
        "drive_above_1_share_pct": 4.35,
        "area_growth_pct": 57.4,
        "fin_util_pct": 41.3,
        "flop_area_um2": 0,
        "ff_count": 0,
        "nClkBuffers": 0,
    },
    "yosys": {
        "syn_area_mm2": 0.00230,
        "yosys_warnings": 9,
        "yosys_cells": 316,
        "syn_avg_cell_area_um2": 7.27,
        "ys_seq_share_pct": 0,
        "synth_cells": 316,
        "synth_cell_types": 50,
        "yosys-stat-area_mm2": 0.00230,
    },
    "floorplanning": {
        "design.core.area_mm2": 0.00876,
        "die_w_um": 115,
        "fp_util_pct": 26.2,
        "die_area_mm2": 0.0132,
        "std_cell_rows": 34,
        "die_y_um": 115,
        "ios": 252,
    },
    "worst_setup_path": {
        "path_delay_family": "buffers and inverters",
        "slowest_stage": "clkdlybuf4s50_1",
        "critPathMaxFanout": 3,
        "start_kind": "input port",
        "cp_cell_sequence": "clkdlybuf4s50_1, ha_1, inv_1, fa_1, nand2b_1, a21oi_1, o311ai_1, a21oi_2, o21ai_1, mux2_1, a211oi_2, clkdlybuf4s50_1",
        "crit_top_cell": "clkdlybuf4s50_1",
        "crit_arrival_ns": 6.87,
        "worst_setup_path_end_kind": "output port",
        "path_depth": 12,
        "crit_path_end": "addresult[26]",
        "cp_num_buf_inv": 3,
        "worst-setup-path-type": "in2out",
        "max_stage_delay_ns": 0.50,
        "crit_start": "immediate[0]",
        "cp.required_ns": 15.20,
    },
    "routing": {
        "totalWireLength_um": 8700,
        "drt_iter0_drc": 111,
        "drt_pass1_iterations": 4,
        "vias": 2473,
        "wl_per_cell_um": 16.7,
        "vias_per_cell": 4.74,
        "drcViolationCount": 0,
        "ant_nets": 0,
        "num_antenna_cells": 0,
    },
    "place": {
        "portBuffers": 171,
        "place_congestion": 0.875,
        "place_inst": 522,
        "dp_hpwl_um": 8060,
    },
    "global_route": {
        "gr-total-overflow": 0,
        "grt_use_total_pct": 12.0,
        "grt_pass1_wl_um": 13200,
        "grt_pass1_vias": 2504,
        "antenna_found_initial": 0,
        "grt_max_degree": 11,
    },
    "timing": {
        "hold_viol": 0,
        "tightest_slew_ns": 0.472,
        "relSlewSlack_pct": 68.1,
        "post-route-min-period_ns": 10.67,
        "finalSetupViolations": 0,
        "tns_ns": 0,
        "maxSlewViolCount": 0,
        "period_used_pct": 56.1,
        "rsz0062_at_grt": "no",
        "max_freq_mhz": 93.7,
    },
    "run": {
        "tool_warnings": 45,
        "drv_cap": 0,
    },
    "power": {
        "irDropWorstVdd_v": 0.0000128,
        "p_per_area_mw_per_mm2": 32.2,
        "p_leak_nw": 1.46,
        "power_uw": 117,
    },
    "worst_hold_path": {
        "min_delay_path_depth": 0,
        "hold_class": "in2out",
    },
    "clock_network": {
        "cts_resized": 0,
        "cts_setup_buffers": 0,
        "holdBufCountCts": 0,
    },
}
## cell usage after synthesis, drive strengths merged
cell,n,share of area (%)
a2111oi,2,1.6
a211o,2,1.1
a211oi,6,2.6
a21boi,2,0.65
a21o,10,3.3
a21oi,28,6.6
a31o,1,0.38
a31oi,3,0.82
a32o,1,0.44
and2,4,1.1
and3,5,1.4
and3b,1,0.38
buf,70,22
clkbuf,3,0.49
fa,1,0.87
ha,29,16
inv,10,1.6
mux2,6,2.9
nand2,21,3.4
nand2b,2,0.54
nand3,13,2.8
nand4,4,1.1
nor2,16,2.7
nor2b,3,0.82
nor3,5,1.1
nor4,9,2.4
o211ai,1,0.33
o21a,2,0.65
o21ai,13,2.8
o21bai,4,1.3
o2bb2ai,2,0.76
o311ai,1,0.38
o31ai,3,1.2
o32ai,1,0.38
o41ai,1,1.2
or2,1,0.27
or2b,1,0.33
or3,1,0.27
xnor2,15,5.7
xor2,13,5.0
## metrics by stage
step | instance area (um^2) | setup slack (ns) | hold WS (ns)
after global placement | 3620 | 8.35 | 7.60
after floorplan | 2300 | 9.62 | 7.67
after detailed placement | 3620 | 8.34 | 7.60
after global routing | 3620 | 8.13 | 7.60
final | 3620 | 8.33 | 7.60
after CTS | 3620 | 8.33 | 7.60
## layout make-up
class                           instances  area (um^2)  share of cell area (%)
Timing Repair Buffer                  171         1710                    47.3
Tap cell                              108          135                    3.73
Multi-Input combinational cell        233         1730                    47.9
Inverter                               10         37.5                    1.04
## layout by cell type (no fill, tap or decap), types with 2 or more instances in the layout
| master | n |
|---|---|
| nor2b_1 | 3 |
| a21o_1 | 10 |
| a211oi_1 | 3 |
| o31ai_1 | 2 |
| o21bai_1 | 4 |
| a21oi_1 | 25 |
| inv_1 | 10 |
| and3_1 | 5 |
| o21ai_0 | 7 |
| nor2_1 | 15 |
| o21ai_1 | 6 |
| o21a_1 | 2 |
| nor4_1 | 9 |
| a21oi_2 | 3 |
| clkdlybuf4s50_1 | 171 |
| ha_1 | 29 |
| nand4_1 | 4 |
| xnor2_1 | 15 |
| xor2_1 | 13 |
| nor3_1 | 5 |
| nand3_1 | 13 |
| o2bb2ai_1 | 2 |
| and2_1 | 4 |
| nand2b_1 | 2 |
| a31oi_1 | 3 |
| a211oi_2 | 3 |
| nand2_1 | 21 |
| mux2_2 | 5 |
## layer usage
| layer | global-route usage (%) | part of all wire, % | vias to the layer above |
|---|---|---|---|
| li1 | - | - | 1278 |
| met1 | 15.5 | 42 | 1077 |
| met2 | 20.8 | 48 | 114 |
| met3 | 2.80 | 9.8 | 4 |
| met4 | 0.660 | 0.31 | 0 |
| met5 | 0 | 0 | - |
## power by group
part,leakage [nW],internal [mW],switching [mW]
sequential,0,0,0
combinational,1.46,0.0735,0.0432
clock,0,0,0
total,1.46,0.0735,0.0432
## kinds of logic (layout without fill, tap and decap cells)
| logic type | count (synthesis) | count (layout) | share of synthesized area [%] |
|---|---|---|---|
| AND-OR/OR-AND | 83 | 83 | 26.5 |
| XOR/XNOR | 28 | 28 | 10.7 |
| adder cells (fa/ha/maj) | 30 | 30 | 16.7 |
| buffers and inverters | 83 | 181 | 24.6 |
| multiplexers | 6 | 6 | 2.94 |
| AND/OR/NAND/NOR | 86 | 86 | 18.7 |
## worst min-delay path by stage
stage | end | slack (ns) | startpoint
6_report | addresult[0] | 7.60 | pc[0]
5_1_grt | addresult[0] | 7.60 | pc[0]
4_1_cts | addresult[0] | 7.60 | pc[0]
Power is estimated from default activity; no workload was simulated.
