==> /design/flow/design.v <==
`timescale 1ns / 1ps
module id_ex_register(
	input clk,
	input hit,
	input [31:0] readData1,
	input [31:0] readData2,
	input [31:0] signExImmediate,
	input RegDst,
	input ALUSrc,
	input MemtoReg,
	input RegWrite,
	input MemRead,
	input MemWrite,
	input Branch,
	input [2:0] ALUOp,
	input [4:0] rt,
	input [4:0] rd,
	input [5:0] funct,
	input [31:0] nextPC,
	output reg [31:0] readData1Out = 0,
	output reg [31:0] readData2Out = 0,
	output reg [31:0] signExImmediateOut = 0,
	output reg RegDstOut = 0,
	output reg ALUSrcOut = 0,
	output reg MemtoRegOut = 0,
	output reg RegWriteOut = 0,
	output reg MemReadOut = 0,
	output reg MemWriteOut = 0,
	output reg BranchOut = 0,
	output reg [2:0] ALUOpOut = 0,
	output reg [4:0] rtOut = 0,
	output reg [4:0] rdOut = 0,
	output reg [5:0] functOut = 0,
	output reg [31:0] nextPCOut = 0
	);
	always @(negedge clk)begin
		readData1Out = readData1;
		readData2Out = readData2;
		signExImmediateOut = signExImmediate;
		RegDstOut = RegDst;
		ALUSrcOut = ALUSrc;
		MemtoRegOut = MemtoReg;
		RegWriteOut = RegWrite;
		MemReadOut = MemRead;
		MemWriteOut = MemWrite;
		BranchOut = Branch;
		ALUOpOut = ALUOp;
		rtOut = rt;
		rdOut = rd;
		functOut = funct;
		nextPCOut = nextPC;
	 end
endmodule
==> /design/flow/run.sh <==
#!/bin/bash
# OpenROAD 26Q1-2900-gdf79404cd8, Yosys 0.63+post, stock flow scripts
make -C /OpenROAD-flow-scripts/flow DESIGN_CONFIG=/design/flow/config.mk WORK_HOME=/design/flow/orfs finish
==> /design/flow/config.mk <==
export PLATFORM = sky130hd
export DESIGN_NAME = id_ex_register
export DESIGN_NICKNAME = id_ex_register
export VERILOG_FILES = /design/flow/design.v
export SDC_FILE = /design/flow/constraint.sdc
export NUM_CORES = 4
export LEC_CHECK = 1
export CORE_AREA = 10 10 159 159
export DIE_AREA = 0 0 169 169
==> /design/flow/constraint.sdc <==
current_design id_ex_register

set clk_period 1.0
set clk_io_pct 0.2

create_clock -name clk0 -period $clk_period [get_ports {clk}]

set non_clock_inputs [all_inputs -no_clocks]
set_input_delay [expr $clk_period * $clk_io_pct] -clock clk0 $non_clock_inputs
set_output_delay [expr $clk_period * $clk_io_pct] -clock clk0 [all_outputs]
==> out/qor.csv <==
metric,value,unit
grt_usage,8.299,%
violations,negative setup slack,
cts-root-buf,clkbuf_16,
die_h,169,um
required,0.80,ns
numCtsBuffers,17,
syn_area,3087,um2
grt_pass1_vias,3244,
vias_per_cell,3.110,
die_w,169,um
setup_slack,-0.5585,ns
crit_path_top_delay_cell,dfxtp_2,
dr.pass1.iters,4,
critPathLaunchType,register,
htree_levels,4,
drtIter0Drc,89,
place.gp.congestion,0.7812,
ys_warn_count,1,
final_area,6953,um2
p_leak,3.625,nW
endpoint_kind,primary output,
grt_util_met3,7.265,%
fin_hold_ws,0.6893,ns
syn2layout_area_growth,125.3,%
cts_tree,built,
worstSetupStartpoint,readData2Out[4],
cp_top_family,flip-flops,
worstMarginPinSlew,0.1774,ns
worstPathCellList,buf_6,
postSynthSeqShare,99.88,%
grtUsageMet2,11.93,%
drv_cap,0,
synth_cells,155,
grt_overflow,0,
dieArea,28560,um2
synth_stat.cells,155,
grt_pass1_wl,18.11,mm
hp-class,primary input to register,
drt_wl_total,12.53,mm
yosysUniqueCellTypes,2,
final-max-slew-violation-count,0,
wl_per_cell,13.51,um
numSynthFlops,154,
postRouteAntennaNets,0,
drc,0,
core_area,21820,um2
logic_area,0,um2
vias,2883,
holdCritStartpoint,readData2[15],
worstSetupPathType,register to primary output,
ys_area,3087,um2
drive_above_1_share,30.91,%
critical_path_arrival,1.36,ns
hold-path-cell-count,1,
antenna_found_initial,0,
ios,310,
use_met1,7.947,%
setup_viol,154,
crit_cells,1,
cp.buffers_inverters,1,
final-hold-violation-count,0,
fp-row-count,54,
antennaDiodeCount,0,
numPortBuffers,308,
irDropWorstVdd,1.058,mV
grt_max_degree,17,
dp_hpwl,9.896,mm
slew_headroom,88.17,%
path_max_fanout,1,
utilization,31.86,%
rsz0062_at_grt,yes,
power_density,2303,nW/um2
status,"finished, violations left",
busiest_layer,met2,
layout.comb_gates.multi_input,0,
tool_warnings,182,
cts.sinks,154,
cts.path.max_buffers,2,
fp-utilization,14.14,%
cts_hold_buf,0,
max_stage_delay,0.30,ns
clk_pin_slew,0.04,ns
synth_area_per_cell,19.91,um2
postPlaceCellArea,6520,um2
-- synthesized netlist by cell type --
cell type | number | area [um2]
dfxtp_1 | 154 | 3083
inv_1 | 1 | 3.750
-- cell usage in the layout, fill, tap and decap left out --
master	instances
buf_6	4
clkbuf_16	17
inv_4	1
buf_2	150
inv_1	154
clkinv_4	1
inv_12	1
clkdlybuf4s50_1	154
inv_6	4
clkinv_8	3
dfxtp_2	15
dfxtp_1	139
inv_8	4
-- report_power, final --
group / switching, W / leakage [nW] / internal, W / total (W)
sequential: 0.0000643 / 1.30 / 0.00653 / 0.00659
clock: 0.00436 / 1.11 / 0.00417 / 0.00853
combinational: 0.000160 / 1.22 / 0.000727 / 0.000887
total: 0.00458 / 3.63 / 0.0114 / 0.0160
-- final cells by class --
| cell class | instances | area (um2) |
|---|---|---|
| Fill cell | 2202 | 14870 |
| Sequential cell | 154 | 3102 |
| Timing Repair Buffer | 308 | 2337 |
| Clock inverter | 168 | 738.2 |
| Clock buffer | 17 | 425.4 |
| Tap cell | 280 | 350.3 |
-- metrics by stage --
stage	cells	total power (W)	worst slack, ns	setup TNS (ns)
3_3_place_gp	743	0.008809	-0.5309	-103.93
6_report	927	0.01601	-0.5585	-82.20
2_1_floorplan	155	0.007527	0.03849	0
3_5_place_dp	743	0.008822	-0.5234	-104.79
4_1_cts	927	0.01654	-0.5949	-86.87
5_1_grt	927	0.01734	-0.6211	-90.05
-- routing by layer --
layer	share of wire, %	up-vias
met5	0	-
li1	-	1440
met1	37	1193
met2	46	232
met3	15	18
met4	2.1	0
-- cells by family after synthesis --
group,after synthesis,share of synthesized area (%)
flops,154,99.88
buf+inv,1,0.1215
-- timing repair --
item,4_1_cts,5_1_grt
resized,495,14
setup buffers,0,0
setup endpoints to repair,154,154
-- registers in the layout (all words and copies together), names as in the netlist --
register            flops
rtOut                   5
nextPCOut              32
MemWriteOut             1
rdOut                   5
RegDstOut               1
functOut                6
MemReadOut              1
MemtoRegOut             1
BranchOut               1
signExImmediateOut     32
ALUSrcOut               1
RegWriteOut             1
readData2Out           32
readData1Out           32
ALUOpOut                3
-- final timing paths --
kind / slack, ns / endpoint
setup / recovery: -0.56 / readData2Out[4]
hold / removal: 0.69 / readData2Out[15]
No activity file was given, so power comes from the tool's default toggle rates.
